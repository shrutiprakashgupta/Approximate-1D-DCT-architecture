===== config.mk =====
export PLATFORM = sky130hd
export DESIGN_NAME = pipeline_add
export DESIGN_NICKNAME = pipeline_add
export VERILOG_FILES = /design/flow/design.v
export SDC_FILE = /design/flow/constraint.sdc
export NUM_CORES = 4
export LEC_CHECK = 1
export CORE_AREA = 10 10 103 103
export DIE_AREA = 0 0 113 113

===== constraint.sdc =====
current_design pipeline_add

set clk_period 1.9
set clk_io_pct 0.2

create_clock -name clk0 -period $clk_period [get_ports {clk}]

set non_clock_inputs [all_inputs -no_clocks]
set_input_delay [expr $clk_period * $clk_io_pct] -clock clk0 $non_clock_inputs
set_output_delay [expr $clk_period * $clk_io_pct] -clock clk0 [all_outputs]

===== design.v =====
`timescale 1ns / 1ps
`timescale 1ns / 1ps
module serial_add(clk,A,B,st_in,sum,st);
    input clk,A,B,st_in;
    output reg sum,st;
    parameter C0=0,C1=1;
    always @(negedge clk)       
    begin
        case(st_in)
           C0:if((A==0)&(B==0))
              begin
                st = C0;
                sum = 0;
              end
              else if((A==0)&(B==1))
              begin
                st = C0;
                sum = 1;
              end
              else if((A==1)&(B==0))
              begin
                st = C0;
                sum = 1;
              end
              else if((A==1)&(B==1))
              begin
                st = C1;
                sum = 0;
              end
           C1:if((A==0)&(B==0))
              begin
                st = C0;
                sum = 1;
              end
              else if((A==0)&(B==1))
              begin
                st = C1;
                sum = 0;
              end
              else if((A==1)&(B==0))
              begin
                st = C1;
                sum = 0;
              end
              else if((A==1)&(B==1))
              begin
                st = C1;
                sum = 1;
              end
        endcase      
    end
endmodule
module pipeline_add(clk,op,Q,A0,A1,A2,A3,A4,A5,A6,A7,Y0,B0,B1,B2,B3,B4,B5,B6,B7,Y1,S);
    input clk;
    input [1:0]Q;
    input [7:0]op,A0,A1,A2,A3,A4,A5,A6,A7,Y0,B0,B1,B2,B3,B4,B5,B6,B7,Y1;
    output reg [8:0]S;
    reg [7:0]b;
    reg a7;
    reg c;
    wire [7:0]Y;
    wire [7:0]st;
serial_add bit1(.clk(clk), .A(a7), .B(b[7]), .st_in(c), .sum(Y[0]), .st(st[0])); 
serial_add bit2(.clk(clk), .A(A6[1]), .B(b[6]), .st_in(st[0]), .sum(Y[1]), .st(st[1])); 
serial_add bit3(.clk(clk), .A(A5[2]), .B(b[5]), .st_in(st[1]), .sum(Y[2]), .st(st[2]));
serial_add bit4(.clk(clk), .A(A4[3]), .B(b[4]), .st_in(st[2]), .sum(Y[3]), .st(st[3]));
serial_add bit5(.clk(clk), .A(A3[4]), .B(b[3]), .st_in(st[3]), .sum(Y[4]), .st(st[4]));
serial_add bit6(.clk(clk), .A(A2[5]), .B(b[2]), .st_in(st[4]), .sum(Y[5]), .st(st[5]));
serial_add bit7(.clk(clk), .A(A1[6]), .B(b[1]), .st_in(st[5]), .sum(Y[6]), .st(st[6]));
serial_add bit8(.clk(clk), .A(A0[7]), .B(b[0]), .st_in(st[6]), .sum(Y[7]), .st(st[7]));
always @(posedge clk)
begin
    if(Q==2)
        a7 = Y0[0];
    else
        a7 = A7[0];
    if(op[0]==1'b1)
    begin
        if(Q==2)
        begin
            b[7] = ~Y1[0];
            c = 1;
        end
        else
        begin
            b[7] = ~B7[0];
            c = 1;
        end
    end
    else
    begin
        if(Q==2)
        begin
            b[7] = Y1[0];
            c = 0;
        end
        else
        begin
            b[7] = B7[0];
            c = 0;
        end
    end
    if(op[1]==1'b1)
        b[6] = ~B6[1];
    else
        b[6] = B6[1];
    if(op[2]==1'b1)
        b[5] = ~B5[2];
    else
        b[5] = B5[2];
    if(op[3]==1'b1)
        b[4] = ~B4[3];
    else
        b[4] = B4[3];
    if(op[4]==1'b1)
        b[3] = ~B3[4];
    else
        b[3] = B3[4];
    if(op[5]==1'b1)
        b[2] = ~B2[5];
    else
        b[2] = B2[5];
    if(op[6]==1'b1)
        b[1] = ~B1[6];
    else
        b[1] = B1[6];
    if(op[7]==1'b1)
        b[0] = ~B0[7];
    else
        b[0] = B0[7];
    S[8:0] = {st[7],Y[7:0]};
end
endmodule

===== run.sh =====
#!/bin/bash
# OpenROAD 26Q1-2900-gdf79404cd8, Yosys 0.63+post, stock flow scripts
make -C /OpenROAD-flow-scripts/flow DESIGN_CONFIG=/design/flow/config.mk WORK_HOME=/design/flow/orfs finish

==> run notes <==
Physical implementation

The run finished, with violations left. The final reports fail on negative setup slack. A synthesized cell averages 11.3 um2.

The length of routed met2 wiring is 1.55 mm. The source of the worst hold timing path is bit1.st. In the post-route analysis, the smallest setup slack over all paths is -0.351 ns.

The clock-pin slew on the worst setup and hold paths is 0.07 ns. The topmost layer with routed signal wires is met5. For this run the aggregate overflow at the end of global routing stands at 0. The final antenna diode count is 0. The cell depth of the worst hold path is 2.

The detail route stage leaves a number of antenna-violating nets equal to 0. The area inside the core boundary is between 8000 and 9000 um2. The root buffer cell chosen for the clock tree is clkbuf_8. The slack of the worst reg-to-reg path is -0.35 ns. Combinational logic burns between 20% and 30% of the power. Ranking logic cells in the layout by count gives the top entries clkdlybuf4s50_1, buf_4, dfxtp_1, inv_1, xor2_1. The arrival time at the worst endpoint is 1.51 ns.

The number of warnings printed during yosys synthesis is 2. The final design utilization is 35.7%. Per the post-place timing report, worst setup slack is -0.960 ns. The category of the worst setup path capture point is a register.

After layout, the setup clock skew is reported as 0.0639 ns. In this run the vertical extent of the chip is 113 um. The internal portion of total power is 1.83 mW. The largest net degree at the start of global routing is 11.

The worst reg2reg path endpoint is bit4.st. Setup repair after global routing could not meet its margin everywhere. The overall fraction of global-route tracks in use is 5.28%. In this run the critical register-to-register path is launched from b[4]. The TritonCTS clock tree is done.

The final number of max-transition violations is 0. The area growth from synthesis to layout is 73.2%. The overall power consumption is 2.56 mW.

The register bit total from synthesis is 35. The number of flip-flops under the largest register name is 9. For reference, the most critical setup path is categorized as register to register. The number of antenna violations at the first check in global routing is 1.

The most instantiated logic cell after routing is clkdlybuf4s50_1. The transition time recorded at the tightest slew-check pin is 0.365 ns. The first TritonRoute pass finished after 4 iterations. After detailed routing, the total wire length is ~3.4 mm. In the Yosys report the total cell count is 151. The number of warnings in the stage logs is between 150 and 200. The global-route wire length before repair is around 5.7 mm. The final weighted congestion in routability-driven placement is ~0.8. The clock network accounts for 24.7% of the total power.

The largest fanout of any net on the critical path is 3. The flow reports that sequential cells draw 46.9% of the design power. The gate count after technology mapping is 151. Per the finish-stage timing summary, setup violations number 23. Logic depth along the worst register-to-register path is recorded as 4. The post-route report lists met1 wire length as 1.51 mm.

VDD sags by at most 0.222 mV. The final-report hold violation count is 0. The cell count after placement is 325. The switching power total is 730 uW. The hold path endpoint is bit2.st.

For the worst-skew pair, the clock arrives at the later sink with an insertion delay of 0.34 ns. The layout stage reports a final design area of 2960 um2. Once iteration 0 of detailed routing completed, the report listed 27 DRC markers. For this configuration, the core starts out at a cell density of 20.6%. For the final routed database, the setup TNS stands at -4.46 ns.

The class of the tightest hold or removal check is register to register. After detailed routing, the met3 layer carries 299 um of wire. The number of top-level design ports is 164. The number of clock sinks seen by CTS is 35. The layout summary lists the proportion of cells stronger than drive strength 1 as a little over two fifths. The number of placement rows is 33. The placement report lists the number of port buffers as 37. The netlist uses 20 different library cells. The H-tree was split into 2 levels.

The count of max-cap constraint violations is 0. The via count of the first global-routing pass is between 1k and 1.5k. The hold slack is roughly 0.54 ns.

The worst slew slack as a fraction of its limit is between 70% and 80%. The routed layout has 1363 vias. The fraction of the yosys area taken by sequential cells is 45.6%. After detailed routing, the number of vias per cell comes to 3.86. The worst endpoint required time is 1.16 ns. Summed over all cells, the static leakage comes to 1.27 nW. The switching share of power is 28.5%. The number of clock buffers inserted by TritonCTS is 5. The DRC violation total left in the routed layout is recorded as 0.

The power density of the placed cells is 865 nW/um2. The number of buffers between clock root and the deepest sink is 2. The summed instance area of the synthesized netlist is 1710 um2. According to the Yosys statistics, the synthesized design has a chip area of 1710 um2. The area enclosed by the die boundary is between 10000 and 15000 um2.

The startpoint type of the worst setup path is a register. The filler-free cell count of the finished design is 353. The post-placement cell area is between 2000 and 3000 um2.

According to the floorplan report, the die width is 113 um. For this run the detailed placement stage logged an HPWL of 2.79 mm. The average wire length per cell after detail routing is 9.70 um.
## synth_stat cells
cell,number,share of area (%)
mux2_2,1,0.66
nor2b_1,1,0.37
ha_1,30,22
edfxtp_1,8,14
o311ai_0,1,0.51
o211ai_1,5,2.2
or4_1,2,0.88
nor3_1,4,1.2
xor2_1,15,7.7
inv_1,18,3.9
mux2i_1,5,2.9
nor2_1,2,0.44
nor4_1,2,0.73
nand3_1,12,3.5
or3_1,8,2.9
xnor2_1,1,0.51
nand4b_1,1,0.51
o21ai_0,4,1.2
dfxtp_1,27,32
or4b_1,4,2.3
## timing repair
| action | 4_1_cts | 5_1_grt |
|---|---|---|
| pin swaps | 19 | 9 |
| hold buffers | 0 | 0 |
| setup endpoints to repair | 24 | 23 |
| resized | 53 | 19 |
| buffers inserted | 4 | 2 |
| endpoints found under the hold margin | 0 | 0 |
## logic make-up after synthesis
| logic type | Yosys count | share of synthesized area, % |
|---|---|---|
| AND/OR/NAND/NOR | 36 | 12.9 |
| flip-flops | 35 | 45.6 |
| adder cells (fa/ha/maj) | 30 | 21.9 |
| buffers and inverters | 18 | 3.95 |
| XOR/XNOR | 16 | 8.19 |
| AND-OR/OR-AND | 10 | 3.87 |
| multiplexers | 6 | 3.58 |
## per-layer routing
| metal | vias to the layer above | GRT usage, % |
|---|---|---|
| met1 | 606 | 6.53 |
| met4 | 2 | 0.846 |
| met2 | 30 | 8.49 |
| li1 | 715 | - |
| met3 | 10 | 2.35 |
| met5 | - | 0 |
## power by group through the flow
stage	combinational, mW	clock (mW)	sequential, mW
4_1_cts	0.700	0.673	1.20
5_1_grt	0.810	0.730	1.24
6_report	0.728	0.633	1.20
## critical path, cell delays in order, from the launching register on
cell,delay (ns)
dfxtp_4,0.36
ha_2,0.17
or4b_4,0.52
o211ai_1,0.10
nand3_1,0.08
## worst max-delay path by stage
| stage | to | start |
|---|---|---|
| 6_report | bit4.st | b[4] |
| 5_1_grt | bit6.st | b[2] |
| 4_1_cts | bit7.st | b[1] |
## cell type report
type | instances | area, um2
flip-flops and latches | 35 | 805
well taps | 105 | 131
repair buffers | 75 | 688
clock buffers | 6 | 72.6
inverters | 17 | 96.3
multi-input cells | 98 | 1110
fillers | 797 | 5340
clock inverters | 17 | 63.8
Power figures rest on the tool's default switching activity, not on a simulated workload.
