--- flow/config.mk ---
export PLATFORM = sky130hd
export DESIGN_NAME = save_val
export DESIGN_NICKNAME = save_val
export VERILOG_FILES = /design/flow/design.v
export SDC_FILE = /design/flow/constraint.sdc
export NUM_CORES = 4
export LEC_CHECK = 1
export CORE_AREA = 10 10 87 87
export DIE_AREA = 0 0 97 97
--- flow/constraint.sdc ---
current_design save_val

set clk_period 1.3
set clk_io_pct 0.2

create_clock -name clk0 -period $clk_period [get_ports {clk}]

set non_clock_inputs [all_inputs -no_clocks]
set_input_delay [expr $clk_period * $clk_io_pct] -clock clk0 $non_clock_inputs
set_output_delay [expr $clk_period * $clk_io_pct] -clock clk0 [all_outputs]
--- flow/design.v ---
`timescale 1ns / 1ps
module save_val(clk,Q,R0,Y0,Y1);
    input clk;
    input [1:0]Q;
    input [8:0]R0;
    output reg [8:0]Y0,Y1;
    always @(posedge clk)
    begin
        if(Q==0)
            Y0 = R0;
        else
        begin
            if(Q==1)
                Y1 = R0;
        end
    end
endmodule
--- flow/run.sh ---
#!/bin/bash
# OpenROAD 26Q1-2900-gdf79404cd8, Yosys 0.63+post, stock flow scripts
make -C /OpenROAD-flow-scripts/flow DESIGN_CONFIG=/design/flow/config.mk WORK_HOME=/design/flow/orfs finish
==> flow_summary.rst <==
Run summary
-----------

.. list-table::
   :header-rows: 1

   * - Metric
     - Value
   * - FP Rows
     - 27
   * - Average detailed-routed wire length per instance
     - 10.7 um
   * - Largest area contributor in the netlist
     - edfxtp_1
   * - P_sw
     - just under 0.2 mW
   * - Synthesis-to-finish area growth
     - 77.6%
   * - RSZ-0062 raised after global routing
     - false
   * - Diode insertion count for antenna repair
     - 0
   * - Setup-violating endpoint count in the final report
     - 0
   * - Die area
     - between 9000 and 10000 um2
   * - Total negative setup slack
     - 0 ns
   * - RePlAce Congestion
     - approximately 0.69
   * - Clock Power Share
     - 31.7%
   * - Final count of hold timing violations
     - 0
   * - Critical setup path kind
     - register to primary output
   * - Maximum fanout along the worst path
     - 1
   * - Total via count in the routed design
     - slightly below 300
   * - Sequential group share of total power
     - around 60%
   * - Combinational share of power
     - ~8.6%
   * - Post-DR vias/cell
     - about 2.3
   * - Number of antenna-violating nets in the routed design
     - 0
   * - Worst slew slack as a fraction of its limit
     - between 90% and 100%
   * - Post-synth regs
     - 18
   * - Internal portion of total power
     - approximately 0.96 mW
   * - Yosys aoi share
     - 0%
   * - Tally of unique sky130hd cells used after synthesis
     - 3
   * - Yosys-reported design area after synthesis
     - ~550 um2
   * - Launching element type of the critical path
     - register
   * - Post-Synthesis Mean Instance Area
     - between 20 and 30 um2
   * - Worst-margin pin slew
     - approximately 0.13 ns
   * - Leakage power
     - between 0.3 and 0.4 nW
   * - Worst vdd rail ir drop
     - 0.196 mV
   * - Sequence of cells on the critical path
     - dlygate4sd2_1
   * - CORE AREA
     - roughly 5600 um2
   * - Area fraction in and, or, nand and nor cells
     - between 2 and 2.5%
   * - Total routed wirelength
     - about 1.4 mm
   * - Height of the die
     - 97 um
   * - Max_cap viols
     - 0
   * - Fraction of synthesized area in multiplexers
     - 0%
   * - Highest attainable clock frequency
     - between 800 and 900 MHz
   * - Tool warnings
     - 25
   * - Number of warning messages in the yosys log
     - 1
   * - Top area cell types
     - edfxtp_1, nor2b_2, nor2_1
   * - Clock-pin slew on the worst setup and hold paths
     - 0.06 ns
   * - Placed Instances
     - roughly 120
   * - Largest net degree at the start of global routing
     - 11
   * - Crit path required time
     - 1.04 ns
   * - Total gr overflow
     - 0
   * - Crit path largest cell delay
     - between 0.3 and 0.4 ns
   * - Post-layout period usage
     - 86.9%
   * - Hold WS
     - between 0.5 and 0.6 ns
   * - Number of buffers added on ports
     - 29
   * - Power Dens Cells
     - roughly 1200 nW/um2
   * - Via count of the first global-routing pass
     - 373
   * - Cell family with most CP delay
     - flip-flops
   * - Worst path setup slack after routing
     - 0.171 ns
   * - Core Util at FP
     - under 10%
   * - Max-slew violation count
     - 0
   * - GRT Total Usage
     - 2.83%
   * - Arr. time, crit path
     - a little under 0.9 ns
   * - Min-delay worst type
     - input port to register
   * - Area share of the leading cell type in the synthesized netlist
     - a little over nine tenths
   * - Total cells reported by yosys after synthesis
     - 20
   * - Sw Share
     - between 10% and 20%
   * - Ratio of cells with drive above 1 in the final layout
     - roughly an eighth
   * - Cell count after synthesis
     - 20
   * - Critical Path End Type
     - primary output
   * - Clock root buffer
     - clkbuf_8
   * - Clock tree buffer depth
     - 2
   * - Sinks on the clock net
     - 18
   * - Number of H-tree levels
     - 1
   * - Post-placement worst setup slack
     - -0.0497 ns
   * - Post-synth seq share
     - 97.7%
   * - Global-route wire length before repair
     - 2.07 mm
   * - Buffers and inverters on the worst path
     - 1
   * - CTS Buf Count
     - 3
   * - DRC violation count after routing
     - 0
   * - Final worst path period need
     - approximately 1.1 ns
   * - Most common logic cells in the final layout
     - edfxtp_1, dlygate4sd2_1, clkdlybuf4s50_1, clkbuf_8, buf_4
   * - Number of detailed-route iterations in the first pass
     - 2
   * - Final cell count without fillers
     - roughly 130
   * - Synthesized-area fraction occupied by adder cells
     - 0%
   * - Width of the chip
     - 97 um
   * - XOR/XNOR share of the synthesized area
     - 0%
   * - Number of antenna violations at the first check in global routing
     - 0
   * - 1st-iter DRT viols
     - 5
   * - Status
     - complete, no violations
   * - Top logic family
     - simple AND/OR/NAND/NOR gates
   * - Number of primary I/O pins
     - 30
   * - Share of the core filled with cells
     - 17.4%
   * - Clock tree from TritonCTS
     - done
   * - CTS hold repair buffers
     - 0
   * - Netlist Area Pre-Place
     - around 550 um2
   * - Critical Path Slowest Stage Cell
     - edfxtp_1
   * - Most used logic cell in the final layout
     - edfxtp_1
==> area by class of cell <==
type | count | area [um2]
flip-flops and latches | 18 | 541
repair buffers | 32 | 294
well taps | 72 | 90.1
multi-input cells | 2 | 12.5
clock buffers | 3 | 41.3
clock inverters | 1 | 3.75
fillers | 604 | 4660
==> what timing repair did <==
item / in CTS / in global routing
buffers inserted: 0 / 0
gates resized: 17 / 1
cloned: 0 / 0
hold endpoints to repair: 0 / 0
setup endpoints to repair: 17 / 1
==> metal layers <==
metal  part of all wire [%]  wire, um  track usage [%]  vias to the layer above
met1                     31       424             2.30                      135
li1                       -         -                -                      149
met4                      0         0            0.451                        0
met2                     60       819             5.67                       12
met5                      0         0                0                        -
met3                    9.3       127             1.58                        0
==> logic make-up (layout without fill, tap and decap cells) <==
| group | Yosys count | after routing |
|---|---|---|
| flops | 18 | 18 |
| simple gates | 2 | 2 |
| buf+inv | 0 | 36 |
==> cell usage after synthesis <==
cell type,n
nor2b_2,1
edfxtp_1,18
nor2_1,1
==> power by group through the flow <==
| stage | Sequential (mW) | Combinational [mW] | Clock [mW] |
|---|---|---|---|
| 5_1_grt | 0.692 | 0.110 | 0.423 |
| 4_1_cts | 0.690 | 0.105 | 0.387 |
| 6_report | 0.689 | 0.0993 | 0.365 |
==> per-stage QoR <==
stage | instance area, um2 | total power [mW]
6_report | 982 | 1.15
5_1_grt | 982 | 1.23
4_1_cts | 980 | 1.18
3_5_place_dp | 956 | 0.832
3_3_place_gp | 956 | 0.828
2_1_floorplan | 553 | 0.704
==> worst paths after layout <==
path / from / end / slack (ns) / depth (start not counted)
hold / removal: R0[3] / Y0[3] / 0.60 / 1
setup / recovery: Y0[3] / Y0[3] / 0.17 / 1
==> sequential cells by signal (all words and copies together) (netlist names) <==
name	flops
Y1	9
Y0	9
Power figures rest on the tool's default switching activity, not on a simulated workload.
